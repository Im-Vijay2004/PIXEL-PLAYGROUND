==> flow/design.v <==
module CLK_25MHz(clk_in,clk_out);
input clk_in;
output reg clk_out=0;
integer i;
always @(posedge clk_in)
begin
    if(i==1)
    begin
        clk_out<=~clk_out;
        i<=0;
    end
    else
        i<=i+1;
end
endmodule
==> flow/run.sh <==
#!/bin/bash
# OpenROAD 26Q1-2900-gdf79404cd8, Yosys 0.63+post, stock flow scripts
make -C /OpenROAD-flow-scripts/flow DESIGN_CONFIG=/design/flow/config.mk WORK_HOME=/design/flow/orfs finish
==> flow/config.mk <==
export PLATFORM = sky130hd
export DESIGN_NAME = CLK_25MHz
export DESIGN_NICKNAME = CLK_25MHz
export VERILOG_FILES = /design/flow/design.v
export SDC_FILE = /design/flow/constraint.sdc
export NUM_CORES = 4
export LEC_CHECK = 1
export CORE_AREA = 10 10 95 95
export DIE_AREA = 0 0 105 105
==> flow/constraint.sdc <==
current_design CLK_25MHz

set clk_period 5.5
set clk_io_pct 0.2

create_clock -name clk0 -period $clk_period [get_ports {clk_in}]

set non_clock_inputs [all_inputs -no_clocks]
set_input_delay [expr $clk_period * $clk_io_pct] -clock clk0 $non_clock_inputs
set_output_delay [expr $clk_period * $clk_io_pct] -clock clk0 [all_outputs]
==> impl_metrics.json <==
{
  "status": "complete, no violations",
  "fp-row-count": 30,
  "grt.total_usage_pct": 4.01,
  "dp.cells": 229,
  "timing.critical_path.slowest_stage_cell": "sky130_fd_sc_hd__clkdlybuf4s50_1",
  "ys_chip_area_um2": 1380,
  "die_width_um": 105,
  "sequential_share_of_power_pct": 58.1,
  "timing.final.ws_setup_ns": 3.30,
  "yosys.area.top_type": "sky130_fd_sc_hd__dfxtp_1",
  "maximum_net_fanout_on_the_critical_path": 2,
  "first_pass_grt_wire_length_um": 3850,
  "dpl_cell_area_um2": 1500,
  "htree_levels": 2,
  "cts_made_buffers": 5,
  "power_frac_clock_pct": 41.9,
  "tritoncts": "done",
  "power_report.internal_total_mw": 0.327,
  "remaining_drc_errors": 0,
  "grt.overflow.total": 0,
  "cp_slowest_stage_delay_ns": 0.47,
  "timing.setup.tns_ns": 0,
  "static-leakage-power_nw": 0.501,
  "finish.cell_count_without_fillers": 237,
  "grt_pass1_vias": 837,
  "fp.dieH_um": 105,
  "ir_worst_vdd_mv": 0.195,
  "cts_max_path_buffers": 2,
  "initCoreUtil_pct": 19.9,
  "criticalPathCategory": "register to output pin",
  "total_cells_reported_by_yosys_after_synthesis": 134,
  "synthCells": 134,
  "wire_per_inst_um": 9.10,
  "setup_viol_count_final": 0,
  "p_switching_mw": 0.0851,
  "insertion_delay_ns": 0.29,
  "grt_start_max_net_pins": 11,
  "drt_iter0_drcs": 77,
  "antenna_found_initial": 0,
  "highest_clock_rate_ghz": 0.454,
  "worst_path_required_time_ns": 4.40,
  "yosys.stat.seqShare_pct": 48.7,
  "io_pins": 2,
  "detail_route.antenna_diodes": 0,
  "area_growth_syn_to_layout_pct": 14.8,
  "timing.critical_path.buf_inv": 1,
  "maxcap_viol_count": 0,
  "power.share.combinational_pct": 0,
  "synth_top_cell_by_count": "sky130_fd_sc_hd__dfxtp_1",
  "cts_hold_buffers": 0,
  "max-slew-margin-rel_pct": 56.1,
  "detail-route-antenna-nets": 0,
  "max_slew.worst_pin.slew_ns": 0.653,
  "fin_worst_hold_slack_ns": 0.465,
  "drive_gt1_share_pct": 8.51,
  "timing.critical_path.to_type": "output pin",
  "cts-resized-gates": 0,
  "synth.top_cells.by_count": "32 x sky130_fd_sc_hd__dfxtp_1, 26 x sky130_fd_sc_hd__xnor2_1, 15 x sky130_fd_sc_hd__nand3_1",
  "yosys.area.top_type_share_pct": 46.5,
  "tool_warnings": 26,
  "series_of_cell_instances_along_the_critical_path": "clkdlybuf4s50_1",
  "core_region_area_um2": 6910,
  "power_per_cell_area_nw_per_um2": 261,
  "hold_path.class": "register to register",
  "finClkSkew_ns": 0.00807,
  "ys_dominant_reg_cell": "sky130_fd_sc_hd__dfxtp_1",
  "critical_path.startpoint_type": "register",
  "cycle_use_final_pct": 40.0,
  "floorplan.die_area_um2": 11000,
  "yosys.cell_types.count": 22,
  "pre_cts_slack_ns": 3.60,
  "yosysWarningCount": 1,
  "slew_violations": 0,
  "postRouteWirelength_um": 2160,
  "finalInstanceArea_um2": 1580,
  "post_cts_buffers": 0,
  "path_delay_family": "buffers and inverters",
  "syn_avg_cell_area_um2": 10.3,
  "rsz0062_at_grt": "false",
  "netSwitchingFraction_pct": 20.6,
  "route.vias.total": 917,
  "gp_congestion": 0.775,
  "iteration_count_of_the_initial_detailed_routing_pass": 4,
  "cts_root_buffer": "sky130_fd_sc_hd__clkbuf_8",
  "vias_per_cell": 3.87,
  "clock_sinks": 33,
  "syn-cell-area_um2": 1380,
  "dp_hpwl_um": 1470,
  "final_hold_viol_count": 0,
  "enable_flop_cells": 1,
  "ys_top_cells_by_area": "sky130_fd_sc_hd__dfxtp_1 47%, sky130_fd_sc_hd__xnor2_1 17%, sky130_fd_sc_hd__nand3_1 5.5%",
  "async_reset_ff_share_pct": 0,
  "finalWorstPathRequiredPeriod_ns": 2.20,
  "port-buffer-count": 1,
  "clkSlewWorstSetupHoldPaths_ns": 0.07,
  "postSynthRegisterBits": 33,
  "arrival_ns": 1.10
}
## cell type report
type | instances | area (um2)
fill | 763 | 5330
multi-input combinational | 97 | 689
inverter | 2 | 7.51
tap | 96 | 120
sequential | 33 | 671
clock inverter | 2 | 10.0
clock buffer | 6 | 72.6
timing repair buffer | 1 | 10.0
## power groups by stage
stage                 clock [mW]  combinational, mW  sequential, mW
after CTS                  0.177        0.000000187           0.240
after global routing       0.189        0.000000187           0.240
final                      0.173        0.000000187           0.240
## final timing paths
check               start       to  slack, ns  cells after the start
setup / recovery  clk_out  clk_out       3.30                      1
hold / removal      i[31]    i[31]       0.46                      1
setup reg to reg     i[6]    i[28]       3.71                      4
hold reg to reg     i[31]    i[31]       0.46                      1
## per-stage QoR
step           total power, mW  util [%]
2_1_floorplan            0.245         -
3_3_place_gp             0.245      21.7
3_5_place_dp             0.245      21.7
4_1_cts                  0.417      22.9
5_1_grt                  0.429      22.9
6_report                 0.413      22.9
## metal layers
layer  share of wire [%]  track usage, %
met5                   0               0
met2                  41            5.47
met3                 4.4            1.49
met1                  53            5.94
met4                 1.8           0.686
## cells in the final DEF (no fill, tap or decap)
master	count
sky130_fd_sc_hd__and2_1	3
sky130_fd_sc_hd__and3_1	7
sky130_fd_sc_hd__and4_1	3
sky130_fd_sc_hd__and4_2	1
sky130_fd_sc_hd__clkbuf_1	1
sky130_fd_sc_hd__clkbuf_8	5
sky130_fd_sc_hd__clkdlybuf4s50_1	1
sky130_fd_sc_hd__clkinv_2	2
sky130_fd_sc_hd__dfxtp_1	32
sky130_fd_sc_hd__edfxtp_1	1
sky130_fd_sc_hd__ha_1	2
sky130_fd_sc_hd__inv_1	2
sky130_fd_sc_hd__nand2_1	8
sky130_fd_sc_hd__nand3_1	15
sky130_fd_sc_hd__nand3_2	1
sky130_fd_sc_hd__nand4_1	8
sky130_fd_sc_hd__nand4_2	1
sky130_fd_sc_hd__nor2_1	7
sky130_fd_sc_hd__nor3_1	2
sky130_fd_sc_hd__nor4_1	6
sky130_fd_sc_hd__nor4_4	2
sky130_fd_sc_hd__nor4b_1	1
sky130_fd_sc_hd__xnor2_1	26
sky130_fd_sc_hd__xor2_1	4
## registers in the layout, indices dropped and copies added, names as in the netlist
register  flops
clk_out       1
i            32
## kinds of logic (layout without fill, tap and decap cells)
logic type	Yosys count	in the layout	share of synthesized area, %
buf+inv	4	11	1.18
simple gates	65	65	29.2
flops	33	33	48.7
xor+xnor	30	30	19.1
fa+ha+maj	2	2	1.82
No activity file was given, so power comes from the tool's default toggle rates.
