<file path="/design/flow/run.sh">
#!/bin/bash
# OpenROAD 26Q1-2900-gdf79404cd8, Yosys 0.63+post, stock flow scripts
make -C /OpenROAD-flow-scripts/flow DESIGN_CONFIG=/design/flow/config.mk WORK_HOME=/design/flow/orfs finish
</file>
<file path="/design/flow/config.mk">
export PLATFORM = sky130hd
export DESIGN_NAME = CLK_100Hz
export DESIGN_NICKNAME = CLK_100Hz
export VERILOG_FILES = /design/flow/design.v
export SDC_FILE = /design/flow/constraint.sdc
export NUM_CORES = 4
export LEC_CHECK = 1
export CORE_AREA = 10 10 108 108
export DIE_AREA = 0 0 118 118
</file>
<file path="/design/flow/constraint.sdc">
current_design CLK_100Hz

set clk_period 4.8
set clk_io_pct 0.2

create_clock -name clk0 -period $clk_period [get_ports {clk_in}]

set non_clock_inputs [all_inputs -no_clocks]
set_input_delay [expr $clk_period * $clk_io_pct] -clock clk0 $non_clock_inputs
set_output_delay [expr $clk_period * $clk_io_pct] -clock clk0 [all_outputs]
</file>
<file path="/design/flow/design.v">
module CLK_100Hz(clk_in,clk_out);
input clk_in;
output reg clk_out=0;
integer i;
always @(posedge clk_in)
begin
    if(i==259999)
    begin
        clk_out<=~clk_out;
        i<=0;
    end
    else
        i<=i+1;
end
endmodule
</file>
==> results.json <==
{
  "rsz0062_at_grt": "no",
  "min_period_ns": 2.05,
  "die_area_um2": 13900,
  "cts_buffers": 5,
  "htreeDepth": 2,
  "synth_seq_share": 0.450,
  "maxCapViolCount": 0,
  "post_cts_resized": 0,
  "via_count": 1174,
  "drive_above_1_share": 0.0994,
  "outcome": "finished, final reports clean",
  "fin_setup_tns_ns": 0,
  "viasPerCell": 3.91,
  "yosys_area_um2": 1490,
  "num-fill-cells": 1046,
  "dp.cells": 292,
  "synthCells": 162,
  "rows": 35,
  "grt_first_pass_wirelength_mm": 5.11,
  "setup_viol": 0,
  "power.density_nw_per_um2": 299,
  "critPathRequiredTime_ns": 3.84,
  "critPathMaxStageDelay_ns": 0.46,
  "drt_first_iter_violations": 128,
  "worstPathCellList": "clkdlybuf4s50_1",
  "die_w_um": 118,
  "slew_violations": 0,
  "cts_hold_buf": 0,
  "clkSlewWorstSetupHoldPaths_ns": 0.07,
  "hold_viol_final": 0,
  "dr.pass1.iters": 4,
  "finClkSkew_ns": 0.00513,
  "dieHeight_um": 118,
  "grt_max_degree": 13,
  "cpMaxStageDelayCell": "clkdlybuf4s50_1",
  "wire_per_inst_um": 9.61,
  "crit_fanout": 2,
  "warnings": 25,
  "path_delay_family": "buffers and inverters",
  "initial_core_util": 0.161,
  "synth-seq-cells": 33,
  "comb_area_um2": 802,
  "coreArea_um2": 9280,
  "ir_drop_v": 0.000102,
  "final_antenna_net_count": 0,
  "fin_crit_sh": 0.426,
  "place_congestion": 0.927,
  "lay_top_count": "dfxtp_1",
  "worst_pin_slew_ns": 0.442,
  "worstSkewPairLatency_ns": 0.28,
  "min-delay-path-class": "register to register",
  "grt_usage": 0.0410,
  "critPathBufInv": 1,
  "antenna_found_initial": 0,
  "hpwl_mm": 2.11,
  "cp-start-kind": "register",
  "cp_data_arrival_time_ns": 1.09,
  "synth_cell_type_count": 35,
  "clock_path_buffers": 2,
  "drt-total-wl_mm": 2.88,
  "clockRootBuffer": "clkbuf_8",
  "fmax_ghz": 0.489,
  "power.leakage_nw": 0.584,
  "seqCellArea_um2": 671,
  "cts_tree": "yes",
  "path_class": "register to output pin",
  "layout.cells.non_filler": 300,
  "diodes": 0,
  "drc": 0,
  "syn_to_final_growth_pct": 19.5,
  "slew_headroom": 0.703,
  "cts.sinks": 33,
  "worstSetupEndpointType": "output pin",
  "pin_count": 2,
  "grt-ovfl-total": 0,
  "ys_warn_count": 1,
  "yosys_cells": 162,
  "netlist_area_um2": 1490,
  "postCtsSetupBuffers": 0,
  "grt_pass1_vias": 1111,
  "finish.utilization": 0.192,
  "io_buffers": 1,
  "lay_top_cells": "dfxtp_1, nor2_1, xnor2_1, nand3_1",
  "avgSynthCellArea_um2": 9.21
}
## layout make-up
type,instances,area share
clock buffers,5,0.0386
inverters,4,0.00843
repair buffers,2,0.00983
well taps,129,0.0906
multi-input cells,124,0.450
flip-flops and latches,33,0.376
clock inverters,3,0.0260
## Yosys cell counts
| cell | number | share of area |
|---|---|---|
| ha_1 | 1 | 0.0084 |
| clkbuf_1 | 1 | 0.0025 |
| a21boi_0 | 2 | 0.010 |
| and4_1 | 1 | 0.0059 |
| and2_1 | 1 | 0.0042 |
| nand2_1 | 11 | 0.028 |
| or4_1 | 2 | 0.010 |
| nand2_2 | 1 | 0.0042 |
| xor2_1 | 8 | 0.047 |
| nor4_2 | 2 | 0.017 |
| a21o_1 | 1 | 0.0050 |
| or2_2 | 1 | 0.0042 |
| dfxtp_1 | 32 | 0.43 |
| nor2b_1 | 1 | 0.0042 |
| o41ai_1 | 1 | 0.0059 |
| a2bb2oi_1 | 1 | 0.0059 |
| nand3b_1 | 1 | 0.0050 |
| a22o_1 | 1 | 0.0059 |
| o21ai_0 | 4 | 0.013 |
| nor4_4 | 1 | 0.014 |
| nor4_1 | 4 | 0.017 |
| nand3_1 | 12 | 0.040 |
| or4_4 | 1 | 0.0075 |
| nor3_1 | 4 | 0.013 |
| and4b_1 | 2 | 0.013 |
| nand4_1 | 11 | 0.046 |
| inv_1 | 4 | 0.010 |
| xnor2_1 | 16 | 0.094 |
| nor2_1 | 23 | 0.058 |
| and3_1 | 2 | 0.0084 |
| edfxtp_1 | 1 | 0.020 |
| o31ai_1 | 2 | 0.010 |
| nand4_4 | 1 | 0.014 |
| a21oi_1 | 4 | 0.013 |
| nor2_2 | 1 | 0.0042 |
## cells by family after synthesis
| group | share of synthesized area |
|---|---|
| adder cells (fa/ha/maj) | 0.00839 |
| XOR/XNOR | 0.141 |
| AND/OR/NAND/NOR | 0.319 |
| buffers and inverters | 0.0126 |
| AND-OR/OR-AND | 0.0696 |
| flip-flops | 0.450 |
## worst reg2reg max path: stages (launching register included)
cell and delay, ns:
dfxtp_1 0.37, nor4_1 0.33, and4b_1 0.24, nand4_1 0.21
nor2_2 0.41
## per-stage QoR
stage	cell area (um2)	hold slack, ns	setup WS [ns]	total power, W
2_1_floorplan	1490	0.426	3.12	0.000281
3_3_place_gp	1670	0.443	2.94	0.000281
3_5_place_dp	1670	0.462	2.95	0.000281
4_1_cts	1780	0.478	2.72	0.000542
5_1_grt	1780	0.520	2.69	0.000551
6_report	1780	0.468	2.75	0.000534
## routing by layer
layer | up-vias | routed length [um] | global-route usage
met3 | 11 | 118 | 0.00681
met2 | 33 | 1200 | 0.0605
met5 | - | 0 | 0
li1 | 599 | - | -
met4 | 0 | 101 | 0.0139
met1 | 531 | 1470 | 0.0591
## flip-flops by register name, summed over array words and instances (netlist names)
register	flops
clk_out	1
i	32
## worst paths after layout
kind | slack [ns] | cells after the start | end | from
min | 0.47 | 1 | i[0] | i[0]
max reg2reg | 2.90 | 4 | clk_out | i[20]
max | 2.75 | 1 | clk_out | clk_out
min reg2reg | 0.47 | 1 | i[0] | i[0]
## power breakdown
part	internal, W	switching, W
registers	0.000275	0
logic	0	0
clock network	0.000155	0.000104
Power and IR drop assume default switching activity.
