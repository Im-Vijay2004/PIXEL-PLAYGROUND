**./design.v**
```verilog
module DISP_COUNT(clk_25MHz,hcount,vcount,hsync,vsync);
input clk_25MHz;
output hsync,vsync;
output reg [9:0] hcount=0;
output reg [9:0] vcount=0;
always @(posedge clk_25MHz)
begin
    if(vcount<521)
    begin
        if(hcount<799)
            hcount<=hcount+1;
        else
        begin
            hcount<=0;
            vcount<=vcount+1;
        end
    end
    else
        vcount<=0;
end
assign vsync=(vcount<=1)?1:0; 
assign hsync=(hcount<=95)?1:0;
endmodule
```
**./run.sh**
```bash
#!/bin/bash
# OpenROAD 26Q1-2900-gdf79404cd8, Yosys 0.63+post, stock flow scripts
make -C /OpenROAD-flow-scripts/flow DESIGN_CONFIG=/design/flow/config.mk WORK_HOME=/design/flow/orfs finish
```
**./config.mk**
```make
export PLATFORM = sky130hd
export DESIGN_NAME = DISP_COUNT
export DESIGN_NICKNAME = DISP_COUNT
export VERILOG_FILES = /design/flow/design.v
export SDC_FILE = /design/flow/constraint.sdc
export NUM_CORES = 4
export LEC_CHECK = 1
export CORE_AREA = 10 10 104 104
export DIE_AREA = 0 0 114 114
```
**./constraint.sdc**
```tcl
current_design DISP_COUNT

set clk_period 2.7
set clk_io_pct 0.2

create_clock -name clk0 -period $clk_period [get_ports {clk_25MHz}]

set non_clock_inputs [all_inputs -no_clocks]
set_input_delay [expr $clk_period * $clk_io_pct] -clock clk0 $non_clock_inputs
set_output_delay [expr $clk_period * $clk_io_pct] -clock clk0 [all_outputs]
```
==> flow_summary.toml <==
# yosys + openroad results
[job]
maxCapViolCount = 0
tool_warnings = 27

[logic_synthesis]
numSynthFlops = 20
flop_cell = "edfxtp_1"
synthesis.area_mm2 = 0.00110
synth-area-yosys_mm2 = 0.00110
yosys.area.top_type = "edfxtp_1"
ys_seq_share_pct = 45.4
yosysCellCount = 113
synthCells = 113
top_area_share_pct = 27.2
avgSynthCellArea_um2 = 9.77
area_leaders = "edfxtp_1, dfxtp_1, xor2_1, ha_1, nor2_1"
synth.distinct_cells = 37
edf_count = 10
synthArstFlopShare_pct = 0
ys_warn_count = 1

[grt]
grt_util_met1_pct = 4.65
grt_pass1_wl_um = 4400
grt_pass1_vias = 875
grt_use_met2_pct = 7.18
antenna_found_initial = 0
grt_max_degree = 13
track_usage_pct = 3.97
grt-ovfl-total = 0
grtUsageMet3_pct = 0.851
busiest_layer = "met2"

[sta]
timing.fmax_ghz = 0.433
hold_viol = 0
setup_ws_ns = 0.392
max_slew_margin_pct = 71.9
finalClockPeriodUsage_pct = 85.5
fin_worst_skew_ns = 0.00156
drv_slew = 0
setup-tns-final_ns = 0
fin_crit_ns = 2.31
tightest_slew_ns = 0.419
rsz0062_at_grt = "no"
setup-violations-final = 0

[cells_and_area]
layout_top_cell = "clkdlybuf4s50_1"
drive_gt1_share_pct = 6.62
stdcell_area_mm2 = 0.00151
final_cell_mix = "clkdlybuf4s50_1, nor2_1, edfxtp_1, dfxtp_1"
syn_to_final_growth_pct = 37.2

[critical_path]
crit_fanout = 4
crit_path_end_kind = "primary output"
cp_slowest_cell = "clkdlybuf4s50_1"
cp.required_ns = 2.16
critPathKind = "flip-flop to primary output"
critPathMaxStageDelay_ns = 0.51
startpoint_type = "flip-flop"
rr_worst_depth = 6
cp.arrival_ns = 1.77
crit_path_cell_trace = "or3_4 > nor4_1 > clkdlybuf4s50_1"

[power]
clkPwrFrac_pct = 48.5
combPwrFrac_pct = 0
leakage_uw = 0.000529
switching_power_uw = 99.5
peakVddDrop_mv = 0.138
p_sw_share_pct = 16.3
seqPwrFrac_pct = 51.5
power.density_mw_per_mm2 = 405
p_int_uw = 513

[clocking]
numCtsBuffers = 3
cts-root-buf = "clkbuf_8"
post_cts.repair.setup_buffers = 0
cts.reportedPaths.clkPinSlew_ns = 0.08
clock_latency_ns = 0.26
cts_hold_buffers = 0
clock_sinks = 20
cts_tree = "built"
cts.htree.levels = 1
max-clock-path-buffers = 2
cts_resized = 0

[detailed_routing]
dr.first_iter.drc_count = 45
drc = 0
final_antenna_net_count = 0
drt_first_pass_iters = 4
vias = 885
routed_via_density = 3.63
antennaDiodeCount = 0
wire_per_inst_um = 10.7
drt_wl_total_um = 2610

[floorplan]
fp.dieW_um = 114
core_util_floorplan_pct = 12.7
die_h_um = 114
placementRows = 34
core_mm2 = 0.00868
chip_area_mm2 = 0.0130
pin_count = 23

[placed_design]
gp_congestion = 0.791
numPortBuffers = 22
place_hpwl_um = 2080
dp_slack_ns = 0.654
placed_cell_area_mm2 = 0.00144

[min_path]
hp-class = "flip-flop to flip-flop"
holdPathStages = 2

[run_status]
run_status = "complete, no violations"
-- area by class of cell --
| class | instances | area, µm² |
|---|---|---|
| Fill cell | 976 | 7160 |
| Multi-Input combinational cell | 83 | 561 |
| Sequential cell | 20 | 500 |
| Timing Repair Buffer | 22 | 220 |
| Tap cell | 108 | 135 |
| Clock buffer | 3 | 41.3 |
| Clock inverter | 1 | 30.0 |
| Inverter | 7 | 26.3 |
-- logic make-up (layout without fill, tap and decap cells) --
family                   count (synthesis)  in the layout  synth area share, %
XOR/XNOR                                 9              9                 7.14
flip-flops                              20             20                 45.4
adder cells (fa/ha/maj)                  4              4                 4.54
AND-OR/OR-AND                           22             22                 15.2
AND/OR/NAND/NOR                         46             46                 22.1
multiplexers                             2              2                 1.81
buffers and inverters                   10             33                 3.85
-- synth_stat cells, types with 2 or more instances --
cell type	count
a21oi_1	4
and2_1	4
nor3_1	2
nand4_1	2
or3_1	4
nor4_1	3
nand2_1	7
nand3_1	5
inv_1	7
o211ai_1	2
a22o_1	2
o21ai_0	5
xor2_1	6
mux2i_1	2
nor2_1	10
o21ai_1	2
ha_1	4
edfxtp_1	10
xnor2_1	3
dfxtp_1	10
and3_1	3
-- worst max-delay path, delay by kind of cell, from the launching register on --
| kind | cells | cell delay, ns |
|---|---|---|
| DFF | 1 | 0.35 |
| buffers and inverters | 1 | 0.51 |
| and+or+nand+nor | 2 | 0.65 |
-- power groups by stage --
| stage | Combinational (µW) | Sequential [µW] | Clock (µW) |
|---|---|---|---|
| CTS | 0.000296 | 315 | 307 |
| global route | 0.000296 | 315 | 319 |
| finish | 0.000296 | 315 | 297 |
-- registers in the layout, summed over array words and instances (netlist names) --
signal / flops
vcount: 10
hcount: 10
-- worst paths after layout --
path	startpoint	endpoint	slack (ns)
max	vcount[4]	vsync	0.39
min	vcount[6]	vcount[6]	0.52
max reg2reg	vcount[1]	hcount[0]	0.71
min reg2reg	vcount[6]	vcount[6]	0.52
-- routing by layer --
| layer | up-vias | part of all wire [%] |
|---|---|---|
| met4 | 0 | 1.9 |
| met1 | 414 | 41 |
| met2 | 13 | 52 |
| met3 | 2 | 4.6 |
| met5 | - | 0 |
| li1 | 456 | - |
-- through the flow --
stage,power [µW],std cells,utilization (%),hold slack [ns]
final,612,244,17.4,0.523
after global routing,634,244,17.4,0.565
after CTS,622,244,17.4,0.526
after detailed placement,322,240,16.6,0.515
after global placement,322,240,16.6,0.514
after floorplan,322,113,-,0.470
Power and IR drop assume default switching activity.
